**./run.sh**
```bash
#!/bin/bash
# OpenROAD 26Q1-2900-gdf79404cd8, Yosys 0.63+post, stock flow scripts
make -C /OpenROAD-flow-scripts/flow DESIGN_CONFIG=/design/flow/config.mk WORK_HOME=/design/flow/orfs finish
```
**./config.mk**
```make
export PLATFORM = sky130hd
export DESIGN_NAME = cpu
export DESIGN_NICKNAME = cpu
export VERILOG_FILES = /design/flow/design.v
export SDC_FILE = /design/flow/constraint.sdc
export NUM_CORES = 4
export LEC_CHECK = 1
export CORE_UTILIZATION = 50
```
**./constraint.sdc**
```tcl
current_design cpu

set clk_period 16.6
set clk_io_pct 0.2

create_clock -name clk0 -period $clk_period [get_ports {clk}]

set non_clock_inputs [all_inputs -no_clocks]
set_input_delay [expr $clk_period * $clk_io_pct] -clock clk0 $non_clock_inputs
set_output_delay [expr $clk_period * $clk_io_pct] -clock clk0 [all_outputs]
```
**./design.v**
```verilog
module cpu(input clk, reset, input [15:0] i_mem_rddata, output logic o_mem_rd, o_mem_wr, output logic [15:0] o_mem_addr, o_mem_wrdata);
	logic ld_pc, pc_inc, ldpc7, Ain, Gin, AddSub, ldnz, ld_ir, ld_addr, ld_data, done;
	logic Gout, pcout, out8, s8out, s11out, wr, n, z;
	logic [15:0] buswire, wA, wG, wPC, wr0, wr1, wr2, wr3, wr4, wr5, wr6, wr7, sext_imm8, sext_imm11, IR, addr, data, sum;
	logic [7:0] Xreg, Yreg, Rin, Rout;
	logic [12:0] Sel;
	logic [7:0] imm8;
	logic [10:0] imm11;
	logic [4:0] inst;
	enum int unsigned
	{
		INIT,
		T0,
		T1,
		T2,
		T3,
		T4,
		T5,
		T6
	} state, nextstate;
	always @(posedge clk)
		if (reset)
			state <= INIT;
		else
			state <= nextstate;	
	always @(state, done)
	begin
		case (state)
			INIT:
				nextstate = T0;
			T0:  
				nextstate = T1;
			T1: begin
 				if (done) nextstate = T0;
 				else nextstate = T2;
 			end
			T2: 
 			begin
 				if (done) nextstate = T0;
				else nextstate = T3;
			end
	 		T3:  
	 		begin
				if (done) nextstate = T0;
 				else nextstate = T4;
 			end
			T4:  
			begin
 				if (done) nextstate = T0;
 				else nextstate = T5;
 			end
			T5:  
			begin
 				if (done) nextstate = T0;
 				else nextstate = T6;
 			end
 			T6: nextstate = T0;
		endcase
	end
	always @(*)
	begin
		parameter 
		mv = 5'b0, add = 5'b1, sub = 5'b10, cmp = 5'b11, ld = 5'b100, st = 5'b101, 
		mvi = 5'b10000, addi = 5'b10001, subi = 5'b10010, cmpi = 5'b10011, mvhi = 5'b10110,
		jr = 5'b1000, jzr = 5'b1001, jnr = 5'b1010, callr = 5'b1100, 
		j = 5'b11000, jz = 5'b11001, jn = 5'b11010, call = 5'b11100;
		ld_pc = 0; pc_inc = 0; ldpc7 = 0; out8 = 0; Ain = 0; Gin = 0; AddSub = 0; ldnz = 0; 
		ld_ir = 0; ld_addr = 0; ld_data = 0; done = 0;
		Gout = 0; pcout = 0; s8out = 0; s11out = 0;
		o_mem_rd = 0; o_mem_wr = 0; wr = 0;
		Rin = 0;
		Rout = 0;
		case (state)
			INIT: begin
				ld_addr = 1;
				o_mem_rd = 1;
			end
			T0:  
				begin
					ld_ir = 1;
					pc_inc = 1;  
				end
			T1:
				case (inst)
					mv:
					begin
						Rout = Yreg;
						Rin = Xreg;
						ld_addr = 1;
					end
					add, sub, cmp: begin
						Rout = Xreg;
						Ain = 1;
					end
					ld, st: begin
						Rout = Yreg;
						wr = 1;
						ld_addr = 1;
					end
					mvi: begin
						s8out = 1;
						Rin = Xreg;
						ld_addr = 1;
					end
					addi, subi, cmpi: begin
						Rout = Xreg;
						Ain = 1;
					end
					mvhi: begin
						out8 = 1;
						Rin = Xreg;
						ld_addr = 1;
					end
					jr: begin
						Rout = Xreg;
						ld_pc = 1;
					end
					jzr: begin
						if (z) begin
							Rout = Xreg;
							ld_pc = 1;
						end
						else begin
							ld_addr = 1;
						end
					end
					jnr: begin
						if (n) begin
							Rout = Xreg;
							ld_pc = 1;
						end
						else begin
							ld_addr = 1;
						end					
					end
					callr: begin
						pcout = 1;
						Rin = 8'b10000000;
						ldpc7 = 1;
					end
					j: begin
						s11out = 1;
						Ain = 1;
					end
					jz: begin
						if (z) begin
							s11out = 1;
							Ain = 1;
						end
						else begin
							ld_addr = 1;
						end
					end
					jn: begin
						if (n) begin
							s11out = 1;
							Ain = 1;
						end
						else begin
							ld_addr = 1;
						end					
					end
					call: begin
						pcout = 1;
						Rin = 8'b10000000;
						ldpc7 = 1;
					end
					default: ;
			   endcase
			T2:
				case (inst)
					mv, mvi, mvhi:
					begin
						done = 1;
						o_mem_rd = 1;
					end
					add: begin
						Rout = Yreg;
						Gin = 1;
					end
					sub, cmp: begin
						Rout = Yreg;
						Gin = 1;
						AddSub = 1;
					end
					ld: begin
						o_mem_rd = 1;
					end
					st: begin
						Rout = Xreg;
						wr = 1;
						ld_data = 1;
					end
					addi: begin
						s8out = 1;
						Gin = 1;
					end
					subi, cmpi: begin
						s8out = 1;
						Gin = 1;
						AddSub = 1;	
					end
					jr: begin
						ld_addr = 1;
					end
					jzr: begin
						if (z) begin
							ld_addr = 1;
						end
						else begin
							done = 1;
							o_mem_rd = 1;
						end
					end
					jnr: begin
						if (n) begin
							ld_addr = 1;
						end
						else begin
							done = 1;
							o_mem_rd = 1;
						end					
					end
					callr: begin
						Rout = Xreg;
						ld_pc = 1;
					end
					j: begin
						pcout = 1;
						Gin = 1;
					end
					jz: begin
						if (z) begin
							pcout = 1;
							Gin = 1;
						end
						else begin
							done = 1;
							o_mem_rd = 1;
						end
					end
					jn: begin
						if (n) begin
							pcout = 1;
							Gin = 1;
						end
						else begin
							done = 1;
							o_mem_rd = 1;
						end					
					end
					call: begin
						s11out = 1;
						Ain = 1;
					end
					default: ;
			   endcase
			T3:
				case (inst)
					add, sub: begin
						Gout = 1;
						Rin = Xreg;
						ldnz = 1;
						ld_addr = 1;
					end
					cmp: begin
						Gout = 1;
						ldnz = 1;
						ld_addr = 1;
					end
					ld: begin
						Rout = 0;
						Rin = Xreg;
						ld_addr = 1;
					end
					st: begin
						o_mem_wr = 1;
					end
					addi, subi: begin
						Gout = 1;
						Rin = Xreg;
						ldnz = 1;
						ld_addr = 1;
					end
					cmpi: begin
						Gout = 1;
						ldnz = 1;
						ld_addr = 1;
					end
					jr, jzr, jnr: begin
						done = 1;
						o_mem_rd = 1;
					end
					callr: begin
						ld_addr = 1;
					end
					j, jz, jn: begin
						Gout = 1;
						ld_pc = 1;
					end
					call: begin
						pcout = 1;
						Gin = 1;
					end
					default: ;
			   endcase
			T4:
				case (inst)
					add, sub, cmp, ld, addi, subi, cmpi, callr: begin
						done = 1;
						o_mem_rd = 1;
					end
					cmp: begin
						Gout = 1;
						ldnz = 1;
						ld_addr = 1;
					end
					st: begin
						ld_addr = 1;
					end
					j, jz, jn: begin
						ld_addr = 1;
					end
					call: begin
						Gout = 1;
						ld_pc = 1;
					end
					default: ;
			   endcase
			T5:
				case (inst)
					st, j, jz, jn: begin
						done = 1;
						o_mem_rd = 1;
					end
					call: begin
						ld_addr = 1;
					end
					default: ;
			   endcase
			T6:
				case (inst)
					call: begin
						done = 1;
						o_mem_rd = 1;
					end
					default: ;
			   endcase
			default: ;
		endcase
	end
	assign inst = IR[4:0];
	assign imm8 = IR[15:8];
	assign imm11 = IR[15:5];
	dec3to8 decX (IR[7:5], 1'b1, Xreg);
	dec3to8 decY (IR[10:8], 1'b1, Yreg);
	regn IRreg (i_mem_rddata, ld_ir, clk, IR);	
	genpurp r0 (buswire, Rin[0], out8, 1'b0, clk, reset, wr0);
	genpurp r1 (buswire, Rin[1], out8, 1'b0, clk, reset, wr1);
	genpurp r2 (buswire, Rin[2], out8, 1'b0, clk, reset, wr2);
	genpurp r3 (buswire, Rin[3], out8, 1'b0, clk, reset, wr3);
	genpurp r4 (buswire, Rin[4], out8, 1'b0, clk, reset, wr4);
	genpurp r5 (buswire, Rin[5], out8, 1'b0, clk, reset, wr5);
	genpurp r6 (buswire, Rin[6], out8, 1'b0, clk, reset, wr6);
	genpurp r7 (buswire, Rin[7], out8, ldpc7, clk, reset, wr7);  
	pc_count pc(buswire, reset, clk, ld_pc, pc_inc, wPC);
	regn rA (buswire, Ain, clk, wA);
	regn rG (sum, Gin, clk, wG);
	regn raddr (addr, ld_addr, clk, o_mem_addr);
	regn rdata (data, ld_data, clk, o_mem_wrdata);
	always @(posedge clk) begin
	 	if (reset) begin
	 		n = 0;
	 		z = 0;
	 	end
	 	if (ldnz) begin
	 		n = buswire[15];
	 		z = (buswire == 16'b0) ? 1 : 0;
	 	end
	end
	always @(AddSub or wA or buswire)
		begin
		if (!AddSub)
			sum = wA + buswire;
	    else
			sum = wA - buswire;
		end
	assign addr = (wr) ? buswire : wPC;
	assign data = (wr) ? buswire : 16'b0;
	assign Sel = {Rout, Gout, pcout, out8, s8out, s11out};
	always @(*)
	begin
		if (Sel == 13'b1000000000000)
			buswire = wr7;
   	else if (Sel == 13'b100000000000)
			buswire = wr6;
		else if (Sel == 13'b10000000000)
			buswire = wr5;
		else if (Sel == 13'b1000000000)
			buswire = wr4;
		else if (Sel == 13'b100000000)
			buswire = wr3;
		else if (Sel == 10'b10000000)
			buswire = wr2;
		else if (Sel == 10'b1000000)
			buswire = wr1;
		else if (Sel == 10'b100000)
			buswire = wr0;
		else if (Sel == 10'b10000)
			buswire = wG;
		else if (Sel == 10'b1000)
			buswire = wPC;
		else if (Sel == 10'b100)
			buswire = {imm8, 8'b0};  
		else if (Sel == 10'b10)
			buswire = {{8{imm8[7]}}, imm8};  
		else if (Sel == 10'b1)
			buswire = 2*{{4{imm11[10]}}, imm11};  
   		else buswire = i_mem_rddata;
	end
endmodule
module dec3to8(input [2:0] in, input enable, output logic [7:0] Y);
	always @(in or enable)
	begin
		if (enable)
			case (in)
				3'b000: Y = 8'b1;
	   	   		3'b001: Y = 8'b10;
				3'b010: Y = 8'b100;
				3'b011: Y = 8'b1000;
				3'b100: Y = 8'b10000;
				3'b101: Y = 8'b100000;
				3'b110: Y = 8'b1000000;
				3'b111: Y = 8'b10000000;
			endcase
		else 
			Y = 8'b0;
	end
endmodule
module genpurp(input [15:0] R, input Rin, out8, ldpc7, clk, reset, output logic [15:0] Q);
	always @(posedge clk)
	 	if (reset)
	 		Q <= 16'b0;
	 	else if (out8 & Rin)
			Q <= Q + R;
		else if (Rin) 
			Q <= R;  
		else if (ldpc7)
			Q <= R;  
endmodule
module pc_count(input [15:0] R, input reset, Clock, ld_pc, pc_inc, output logic [15:0] Q);
	always @(posedge Clock)
	 	if (reset)
			Q <= 16'b0;
		else if (ld_pc)
			Q <= R;
		else if (pc_inc)
			Q <= Q + 2'b10;  
endmodule
module regn(R, Rin, Clock, Q);
	parameter n = 16;
	input [n-1:0] R;
	input Rin, Clock;
	output [n-1:0] Q;
	reg [n-1:0] Q;
	always @(posedge Clock)
	 	if (Rin)
			Q <= R;
endmodule
```
==> job_summary.md <==
### Flow metrics

| Metric | Value |
|---|---|
| Outcome | `finished, final reports clean` |
| Leak | `8.35 nW` |
| Async set-reset flop share out of synthesis | `0%` |
| Tmin final | `8730 ps` |
| Slew margin rel. | `34.4%` |
| Tool warning count | `26` |
| Worst EP arrival | `9060 ps` |
| Min-delay src | `r4.Q[2]` |
| Crit path kind | `input pin to flop` |
| Fraction of layout cells with a size suffix above 1 | `7.55%` |
| Rows | `70` |
| WL final | `71400 um` |
| Initial antenna violation count | `0` |
| Netlist cell types | `102` |
| Post-route ant nets | `0` |
| Power consumption | `1.67 mW` |
| Number of post-CTS setup repair buffers | `0` |
| Die Height | `195 um` |
| Post-CTS Hold Fix Bufs | `0` |
| Pins over their slew limit | `0` |
| Number of max-cap violations | `0` |
| Finished Core Util | `57.0%` |
| Reg2reg end | `rG.Q[15]` |
| Combinational share of power | `15.2%` |
| CP Capture Type | `flop` |
| Yosys cell count | `2248` |
| Top cells by area | `dfxtp_1 18%, edfxtp_1 13%, ha_1 9.4%, nor2_1 6.1%, a21oi_1 4.5%` |
| CTS Buffer Depth | `3` |
| Peak Freq | `0.115 GHz` |
| Avg Inst Size Synth | `8.25 um^2` |
| CTS buffer count | `30` |
| Vias in the first global route | `17166` |
| Area leader, netlist | `dfxtp_1` |
| First-pass GRT wire length | `107000 um` |
| # fillers | `3296` |
| Internal | `1.21 mW` |
| Antenna Cells | `0` |
| Register bit total from synthesis | `251` |
| Commonest flop | `dfxtp_1` |
| Area Overhead vs Synth | `12.3%` |
| RSZ-0062 raised after global routing | `false` |
| Reg2reg start | `IRreg.Q[3]` |
| Placeable core area | `36500 um^2` |
| DRC Markers | `0` |
| Sequential Area | `5830 um^2` |
| R2R setup slack | `7940 ps` |
| Hold EP | `r4.Q[2]` |
| Pin count of the biggest net entering global routing | `66` |
| CP startpoint kind | `input pin` |
| CP Max Fanout | `7` |
| Initial Util | `50.8%` |
| Overflow after GRT | `0` |
| Net Switching | `0.463 mW` |
| I/O Buffers | `51` |
| Final TNS setup | `0 ps` |
| Fin crit share | `52.6%` |
| Worst EP required | `16930 ps` |
| Pwr/cell area | `80.2 nW/um^2` |
| Skew-Pair Late Insertion Delay | `580 ps` |
| Clock slew at reported path FFs | `60 ps` |
| DPL Wire Length | `51000 um` |
| Worst Max-Slew Pin Slew | `984 ps` |
| CTS tree | `built` |
| Mapped Area | `18500 um^2` |
| Peak supply drop | `0.0000636 V` |
| Syn Inst Count | `2248` |
| Hold WC Path Type | `flop to flop` |
| Chip area | `37900 um^2` |
| Routability Congestion | `1.03` |
| # resized after CTS | `0` |
| Reg power frac | `39.2%` |
| Routed len/inst | `25.7 um` |
| Yosys Chip Area | `18500 um^2` |
| I/O pins | `52` |
| H-tree depth | `1` |
| Die span in x | `195 um` |
| Hold Crit Depth | `2` |
| Logic area | `12000 um^2` |
| Top cell excl fill/tap | `nor2_1` |
| Most common logic cells in the final layout | `303 x nor2_1, 180 x nand2_1, 166 x dfxtp_1` |
| Fin. Hold Viols | `0` |
| GRT Util Overall | `39.2%` |
| Register pins left without a clock | `3` |
| Clk network pwr share | `45.6%` |
| Synth top area share | `17.9%` |
| Yosys warning tally | `5` |
| DR iter-0 viols | `1503` |
| Vias after detailed routing | `18068` |
| Number of vias per cell | `6.51` |
| Number of synthesized flops with an enable pin | `82` |
| 1st-pass router iterations | `6` |
| Sw Share | `27.7%` |
| Final setup viols | `0` |
| Clk_skew | `12.7 ps` |
| Reg2Reg Depth | `28` |
| Root buffer cell | `clkbuf_16` |
| Number of unconstrained endpoints | `3` |
-- metrics by stage --
stage	instance area (um^2)	hold slack, ps	setup WS [ps]	instances
CTS	20800	479	7900	2774
global placement	19700	463	7370	2718
global route	20800	512	7430	2774
detailed placement	19700	471	7330	2718
floorplan	18600	449	9030	2250
finish	20800	487	7870	2774
-- registers in the layout, summed over array words and instances (netlist names), 16 cells and up, named ones only --
register,count
pc.Q,16
r1.Q,16
r0.Q,16
r3.Q,16
raddr.Q,16
r2.Q,16
rG.Q,16
r6.Q,16
rdata.Q,16
r7.Q,16
IRreg.Q,16
r4.Q,16
rA.Q,16
r5.Q,16
-- Yosys cell counts, types with 8 or more instances --
cell,instances
nor2_1,303
nand2_1,180
dfxtp_1,166
a21oi_1,165
ha_1,139
o21ai_0,105
xnor2_1,93
clkbuf_1,87
edfxtp_1,82
nor3_1,78
a211oi_1,76
inv_1,58
nand3_1,58
xor2_1,46
a311oi_1,36
o22ai_1,36
a21o_1,32
o211ai_1,27
a31oi_1,26
nor2b_1,26
mux2i_1,24
o21bai_1,23
and3_1,20
and2_1,19
buf_2,19
or3_1,19
a22oi_1,14
nand4_1,14
nor4_1,14
o21ai_1,14
o41ai_1,13
nand2b_1,12
o21a_1,12
a211o_1,10
or2_2,10
a32o_1,9
fa_1,9
a21boi_0,8
a31o_2,8
a32oi_1,8
-- worst max path at each step --
stage / startpoint / to / slack [ps] / cells after the start
5_1_grt: IRreg.Q[3] / rG.Q[15] / 7430 / 28
4_1_cts: i_mem_rddata[1] / rG.Q[15] / 7900 / 26
6_report: i_mem_rddata[1] / rG.Q[15] / 7870 / 26
-- area by class of cell --
class,instances,share of cell area (%)
multi-input cells,1822,57.8
well taps,468,2.81
clock inverters,21,1.52
inverters,61,1.10
repair buffers,116,4.78
flip-flops and latches,251,28.0
clock buffers,35,3.95
-- cells by family (layout without fill, tap and decap cells) --
| logic type | count (synthesis) | count (layout) | synth area share [%] |
|---|---|---|---|
| AND/OR/NAND/NOR | 795 | 795 | 20.2 |
| AND-OR/OR-AND | 711 | 711 | 26.2 |
| flip-flops | 248 | 248 | 31.2 |
| buffers and inverters | 177 | 233 | 3.79 |
| adder cells (fa/ha/maj) | 148 | 148 | 10.4 |
| XOR/XNOR | 139 | 139 | 6.57 |
| multiplexers | 26 | 26 | 1.42 |
| latches | 3 | 3 | 0.243 |
| other | 1 | 3 | 0.0202 |
-- critical path: stages --
cell             delay (ps)
clkdlybuf4s50_1         520
mux2i_1                  90
a211o_1                 340
a221oi_1                330
a21oi_1                 130
a21o_1                  210
a31oi_1                 320
a21oi_1                 280
ha_1                    390
nand2_1                  40
o21ai_0                 200
inv_1                    90
ha_1                    270
nor2b_1                 120
o21ai_0                 210
a21boi_0                150
o21ai_0                 190
nand2b_1                110
a21o_1                  200
and4_1                  210
o31ai_1                 380
o21ai_0                 260
a21o_1                  230
a21oi_1                 180
xnor2_1                 180
xnor2_1                 100
-- power by group through the flow --
stage / Sequential (mW) / Clock [mW] / Combinational [mW]
after global routing: 0.656 / 0.795 / 0.274
after CTS: 0.655 / 0.770 / 0.248
final: 0.655 / 0.762 / 0.253
-- per-layer routing --
metal | global-route usage [%] | vias to the layer above | wire [um]
li1 | - | 8471 | -
met1 | 54.6 | 8491 | 28600
met2 | 57.3 | 908 | 30800
met3 | 9.87 | 198 | 7370
met4 | 21.1 | 0 | 4630
met5 | 0 | - | 0
Power figures rest on the tool's default switching activity, not on a simulated workload.
